## ./design.v

```verilog
module memory #(
    parameter AWIDTH = 5,
    parameter DWIDTH = 8
) (
    input wire [AWIDTH-1:0] addr,
    input wire clk,
    input wire wr,
    input wire rd,
    inout wire [DWIDTH-1:0] data
);
    reg [DWIDTH-1:0] array [0:2**AWIDTH-1];
    always @(posedge clk) begin
        if (wr) begin
            array[addr] <= data;
        end
    end
    assign data = rd ? array[addr] : {DWIDTH{1'bz}};
endmodule
```

## ./run.sh

```bash
#!/bin/bash
# OpenROAD 26Q1-2900-gdf79404cd8, Yosys 0.63+post, stock flow scripts
make -C /OpenROAD-flow-scripts/flow DESIGN_CONFIG=/design/flow/config.mk WORK_HOME=/design/flow/orfs finish
```

## ./config.mk

```make
export PLATFORM = sky130hd
export DESIGN_NAME = memory
export DESIGN_NICKNAME = memory
export VERILOG_FILES = /design/flow/design.v
export SDC_FILE = /design/flow/constraint.sdc
export NUM_CORES = 4
export LEC_CHECK = 1
export CORE_UTILIZATION = 40
```

## ./constraint.sdc

```tcl
current_design memory

set clk_period 2.8
set clk_io_pct 0.2

create_clock -name clk0 -period $clk_period [get_ports {clk}]

set non_clock_inputs [all_inputs -no_clocks]
set_input_delay [expr $clk_period * $clk_io_pct] -clock clk0 $non_clock_inputs
set_output_delay [expr $clk_period * $clk_io_pct] -clock clk0 [all_outputs]
```

==> impl_metrics.yaml <==
# generated from flow reports
status:
  outcome: "stopped before the end"
  failed_stage: "clock tree synthesis (4_1_cts)"
  firstError: "[error] [KeplerFormal.cpp:679] Workflow failed: Iso has multiple drivers: .data0, _541_.Y0"
synth:
  yosys_warnings: 2
  synth.avg_cell_area_um2: 17.7
  synth_cell_types: 23
  ys_cells: 568
  synth_chip_area_mm2: 0.0100
  postSynthCellCount: 568
  synth_seq_share: 0.765
  syn_area_mm2: 0.0100
  synth_flops: 256
clock_network:
  clockBufferDepth: 3
  cts_buffers: 26
  post-cts-setup-buffers: 10
  cts-hold-fix-buffers: 0
  ctsResizeCount: 61
  htree_levels: 1
  cts_root_buf: "clkbuf_16"
  clock_sinks: 256
die:
  rows: 57
  ioPinCount: 16
  initial_core_util: 0.411
  die_y_um: 160
  die_w_um: 160
placement:
  globalplace.congestion: 0.841
  place_area_mm2: 0.0113
  hpwl_um: 13700
  port_buffers: 6
==> metrics by stage <==
step | cells | setup TNS [ns] | utilization | hold WS, ns | setup WS (ns)
floorplan | 568 | 0 | - | 0.811 | 0.183
global placement | 969 | -81.52 | 0.460 | 0.710 | -0.459
detailed placement | 969 | -85.26 | 0.460 | 0.712 | -0.468
==> logic make-up after synthesis <==
kind of cell           after synthesis  synth area share
flip-flops                         256             0.765
multiplexers                       128             0.128
AND/OR/NAND/NOR                     85            0.0493
AND-OR/OR-AND                       64            0.0405
buffers and inverters               35            0.0174
==> Yosys cell counts <==
cell / count / share of area
or3_1: 1 / 0.00062
buf_1: 2 / 0.00075
o22ai_2: 1 / 0.0012
nand3b_1: 4 / 0.0030
buf_2: 22 / 0.011
mux2i_1: 128 / 0.13
or3b_2: 3 / 0.0026
nand4b_1: 4 / 0.0035
buf_6: 2 / 0.0022
nor4_1: 16 / 0.010
or4bb_1: 1 / 0.0011
nor3_1: 4 / 0.0020
or4b_1: 4 / 0.0040
clkbuf_1: 8 / 0.0030
nand4bb_1: 5 / 0.0056
nor2_1: 29 / 0.011
nand3_1: 2 / 0.0010
nand4_1: 1 / 0.00062
edfxtp_1: 256 / 0.77
o22ai_1: 63 / 0.039
or4_1: 1 / 0.00075
nand2_1: 10 / 0.0037
clkbuf_2: 1 / 0.00050
