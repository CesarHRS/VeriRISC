`design/flow/run.sh`:
```
#!/bin/bash
# OpenROAD 26Q1-2900-gdf79404cd8, Yosys 0.63+post, stock flow scripts
make -C /OpenROAD-flow-scripts/flow DESIGN_CONFIG=/design/flow/config.mk WORK_HOME=/design/flow/orfs finish
```
`design/flow/config.mk`:
```
export PLATFORM = sky130hd
export DESIGN_NAME = rcvr
export DESIGN_NICKNAME = rcvr
export VERILOG_FILES = /design/flow/design.v
export SDC_FILE = /design/flow/constraint.sdc
export NUM_CORES = 4
export LEC_CHECK = 1
export CORE_AREA = 10 10 87 87
export DIE_AREA = 0 0 97 97
```
`design/flow/constraint.sdc`:
```
current_design rcvr

set clk_period 1.8
set clk_io_pct 0.2

create_clock -name clk0 -period $clk_period [get_ports {clock}]

set non_clock_inputs [all_inputs -no_clocks]
set_input_delay [expr $clk_period * $clk_io_pct] -clock clk0 $non_clock_inputs
set_output_delay [expr $clk_period * $clk_io_pct] -clock clk0 [all_outputs]
```
`design/flow/design.v`:
```
module rcvr
(
  input  wire      clock   ,
  input  wire      reset   ,
  input  wire      data_in ,
  input  wire      reading ,
  output reg       ready   ,
  output reg       overrun ,
  output reg [7:0] data_out
);
  localparam [7:0] MATCH = 8'hA5 ;  
  localparam [3:0] HEAD1=4'b0000, HEAD2=4'b0001, HEAD3=4'b0011, HEAD4=4'b0010,
                   HEAD5=4'b0110, HEAD6=4'b0111, HEAD7=4'b0101, HEAD8=4'b0100,
                   BODY1=4'b1100, BODY2=4'b1101, BODY3=4'b1111, BODY4=4'b1110,
                   BODY5=4'b1010, BODY6=4'b1011, BODY7=4'b1001, BODY8=4'b1000;
  reg [3:0] state ;
  reg [6:0] body_reg ;
  always @(posedge clock)
    if (reset) begin
        state <= HEAD1;
        ready <= 1'b0;
        overrun <= 1'b0;
      end
    else begin
        case ( state )
          HEAD1: state <= ( data_in) ? HEAD2 : HEAD1 ; 
          HEAD2: state <= (!data_in) ? HEAD3 : HEAD2 ; 
          HEAD3: state <= ( data_in) ? HEAD4 : HEAD3 ; 
          HEAD4: state <= (!data_in) ? HEAD5 : HEAD4 ; 
          HEAD5: state <= (!data_in) ? HEAD6 : HEAD5 ; 
          HEAD6: state <= ( data_in) ? HEAD7 : HEAD6 ; 
          HEAD7: state <= (!data_in) ? HEAD8 : HEAD7 ; 
          HEAD8: state <= ( data_in) ? BODY1 : HEAD8 ; 
          BODY1: state <= BODY2 ;
          BODY2: state <= BODY3 ;
          BODY3: state <= BODY4 ;
          BODY4: state <= BODY5 ;
          BODY5: state <= BODY6 ;
          BODY6: state <= BODY7 ;
          BODY7: state <= BODY8 ;
          BODY8: state <= HEAD1 ;
        endcase
        if(state == BODY1 || state == BODY2 || state == BODY3 ||
           state == BODY4 || state == BODY5 || state == BODY6 ||
           state == BODY7 || state == BODY8) 
        begin
          body_reg <= {body_reg, data_in};
        end
        if(state == BODY8) begin
          data_out <= {body_reg, data_in};
        end
        if(state == BODY8) begin
          ready <= 1;        
        end else if (reading) begin
          ready <= 0;
        end
        if(reading) begin
          overrun <= 0;;        
        end else if (state == BODY8 && ready) begin
          overrun <= 1;
        end      
      end
endmodule
```
==> notes.md <==
fresh numbers from the pnr run: Slew Limit Fails 0, Post-synth seq share 81.0%, most frequent cells in the layout dfxtp_1 (18), edfxtp_1 (15), nor2_1 (13), clkdlybuf4s50_1 (13), nor2b_1 (7), most frequent logic cell in the layout dfxtp_1, RSZ-0062 raised after global routing false, number of I/O port buffers 13, initial antenna violation count 0, largest net degree at the start of global routing 16, fin crit period 1.46 ns, TritonRoute pass-1 iters 3, crit-path cells clkdlybuf4s50_1, layout cell share with drive strength beyond 1 9.68%, H-tree Lvls 2, synthesis-stage register bit count 33, total length of routed met2 wires 574 µm, CTS Hold Buffers Added 0, die height 97 µm, Relative slew margins 78.5%, cells in synth_stat.txt 70, Detailed Route WL 1540 µm, Peak supply drop 479 µV, root buf cell clkbuf_8, outcome complete, no violations, Worst EP required 1.44 ns, Final Hold Violating Endpoints 0, Distinct lib cells used 12, vias 532, Worst-path clk slew 0.06 ns, top sig layer met4, CTS resizes 0, Routed Antenna Nets 0, clock skew 0.00290 ns, average wire per standard cell 9.32 µm, crit path kind register to output pin, tool warning count 25, die width 97 µm, R2R setup slack 0.63 ns, Post-Layout Cell Count 165, CP Max Fanout 3, clk sink count 33, crit path buf inv count 1, Mapped Avg Cell Area 14.3 µm², area delta synth->final 33.7%, setup tns final 0 ns, Init Core Util 17.7%, Hold WS 0.423 ns, wl on met1 799 µm, Max stage delay cell, worst path clkdlybuf4s50_1, Worst-Margin Slew 0.321 ns, Hold Path Class register to register, die footprint 9410 µm², crit end category output pin, TritonCTS clock tree done, post-synthesis cell area 1000 µm², worst-case clock buffer depth 2, first-pass GRT wire length 2520 µm, yosys stat area 1000 µm², DP HPWL 1130 µm, vias per inst 3.22, buffer count from post-CTS setup fixing 0, standard-cell row count 27, Lkg Pwr 0.459 nW, GRT overflow 0, CP startpoint kind register, I/O pin count 14, cycle use final 81.2%, cell count after synthesis 70, total track usage 3.17%, total CTS buffers 5, CP peak stage delay 0.49 ns, Antenna Cells 0, violation count after the first detailed-route iteration 24, Crit path max-delay family buffers and inverters, drt drc 0, Latency at later pin 0.27 ns, max_cap viols 0, Worst Path Arrival 1.10 ns, met3 wire len 146 µm, f_max 0.684 GHz, vias in the first global route 542, final setup fails 0, pwr dens 1090 nW/µm², Routability Congestion 0.722, Synth Warn # 1, cell count after placement 157, max reg flops 16, Tot Pwr 1.46 mW, Core Area 5640 µm²
## metrics by stage
step / utilization (%) / setup WS (ns) / cell area (µm²)
finish: 23.7 / 0.339 / 1340
global route: 23.7 / 0.258 / 1340
CTS: 23.7 / 0.309 / 1340
detailed placement: 21.8 / 0.305 / 1230
global placement: 21.8 / 0.341 / 1230
floorplan: - / 0.553 / 1000
## path summary, 6_finish.rpt
path,start,to,cells after the start
setup / recovery,ready$_SDFFE_PP0P_,ready,1
hold / removal,body_reg[6]$_DFFE_PP_,data_out[7]$_DFFE_PP_,0
setup reg to reg,state[1]$_DFF_P_,body_reg[1]$_DFFE_PP_,3
hold reg to reg,body_reg[6]$_DFFE_PP_,data_out[7]$_DFFE_PP_,0
## final cells by class
type	count	area, µm²
fillers	578	4300
repair buffers	16	153
multi-input cells	33	168
clock inverters	2	33.8
well taps	72	90.1
clock buffers	6	72.6
inverters	3	11.3
flip-flops and latches	33	811
## cells by family (layout without fill, tap and decap cells)
group	after synthesis	after routing	synth area share, %
flip-flops	33	33	81.0
buffers and inverters	4	27	2.25
AND/OR/NAND/NOR	28	28	13.7
AND-OR/OR-AND	4	4	2.00
multiplexers	1	1	1.00
## cells in the mapped netlist (all sizes together)
cell type,n,area (µm²)
nor2b,7,43.8
o21ai,1,5.00
inv,3,11.3
buf,1,11.3
dfxtp,18,360
nor4,2,12.5
mux2i,1,10.0
a21oi,3,15.0
nor3,4,20.0
nand2b,2,12.5
edfxtp,15,450
nor2,13,48.8
## power breakdown
group          internal, mW  total [mW]  switching [mW]
Combinational        0.0110      0.0245          0.0134
Clock                 0.408       0.649           0.241
Sequential            0.782       0.784         0.00195
## layer usage
layer | up-vias | GRT usage, %
li1 | 281 | -
met1 | 234 | 4.11
met2 | 14 | 4.45
met3 | 3 | 1.93
met4 | 0 | 0.564
met5 | - | 0
Power is estimated from default activity; no workload was simulated.
