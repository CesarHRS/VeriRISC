`design/flow/config.mk`:
```
export PLATFORM = sky130hd
export DESIGN_NAME = counter
export DESIGN_NICKNAME = counter
export VERILOG_FILES = /design/flow/design.v
export SDC_FILE = /design/flow/constraint.sdc
export NUM_CORES = 4
export LEC_CHECK = 1
export CORE_AREA = 10 10 70 70
export DIE_AREA = 0 0 80 80
```
`design/flow/constraint.sdc`:
```
current_design counter

set clk_period 2.0
set clk_io_pct 0.2

create_clock -name clk0 -period $clk_period [get_ports {clk}]

set non_clock_inputs [all_inputs -no_clocks]
set_input_delay [expr $clk_period * $clk_io_pct] -clock clk0 $non_clock_inputs
set_output_delay [expr $clk_period * $clk_io_pct] -clock clk0 [all_outputs]
```
`design/flow/design.v`:
```
module counter #(
    parameter WIDTH = 5
) (
    input wire [WIDTH-1:0] cnt_in,
    input wire enab,
    input wire load,
    input wire clk,
    input wire rst,
    output reg [WIDTH-1:0] cnt_out
);
    function [WIDTH-1:0] next_count;
        input [WIDTH-1:0] cnt_in_f;
        input [WIDTH-1:0] cnt_out_f;
        input enab_f, load_f, rst_f;
        begin
            if (rst_f)
                next_count = {WIDTH{1'b0}};
            else if (load_f)
                next_count = cnt_in_f;
            else if (enab_f)
                next_count = cnt_out_f + 1;
            else
                next_count = cnt_out_f;
        end
    endfunction
    always @(posedge clk) begin
        cnt_out <= next_count(cnt_in, cnt_out, enab, load, rst);
    end
endmodule
```
`design/flow/run.sh`:
```
#!/bin/bash
# OpenROAD 26Q1-2900-gdf79404cd8, Yosys 0.63+post, stock flow scripts
make -C /OpenROAD-flow-scripts/flow DESIGN_CONFIG=/design/flow/config.mk WORK_HOME=/design/flow/orfs finish
```
==> flow_metrics.env <==
# source this file to load flow results
export IMPL_yosys_cells=28
export IMPL_drt_initial_drc_count=18
export IMPL_die_height_um=80
export IMPL_regMostFlops="cnt_out"
export IMPL_fin_tns_setup_ns=0
export IMPL_antenna_cells=0
export IMPL_synth_warnings=1
export IMPL_cp_data_arrival_time_ns=1.14
export IMPL_place_inst=86
export IMPL_cts_sinks=5
export IMPL_startpoint="cnt_out[2]"
export IMPL_grt_max_degree=9
export IMPL_ctsRootBufferMaster="clkbuf_4"
export IMPL_post_place_ws_ns=0.381
export IMPL_clock_latency_ns=0.24
export IMPL_crit_path_end_kind="output port"
export IMPL_avgRoutedWirePerCell_um=8.27
export IMPL_grt_pass1_wl_um=1150
export IMPL_cap_violations=0
export IMPL_routed_via_density=2.83
export IMPL_drt_pass1_iterations=3
export IMPL_synth_flops=5
export IMPL_power_mw=0.290
export IMPL_gp_congestion=0.713
export IMPL_cpMaxStageDelayCell="clkdlybuf4s50_1"
export IMPL_wl_um=744
export IMPL_vdd_ir_drop_worst_mv=0.110
export IMPL_tool_warnings=25
export IMPL_avgSynthCellArea_um2=9.16
export IMPL_num_rows=21
export IMPL_cts_tree="built"
export IMPL_finClkSkew_ns=0.000661
export IMPL_p_leak_nw=0.178
export IMPL_ios=14
export IMPL_port_buffers=13
export IMPL_layout_area_overhead_vs_synth_pct=81.5
export IMPL_finalCriticalPeriod_ns=1.54
export IMPL_vias=255
export IMPL_path_buffers=1
export IMPL_rrSetupSlack_ns=0.79
export IMPL_fp_util_pct=7.51
export IMPL_cp_top_family="buffers and inverters"
export IMPL_fin_crit_sh_pct=76.8
export IMPL_grt_use_met2_pct=2.97
export IMPL_reg_top3="cnt_out x5"
export IMPL_post_route_util_pct=13.6
export IMPL_clock_fmax_mhz=651
export IMPL_hold_viol=0
export IMPL_track_usage_pct=2.32
export IMPL_met3_usage_pct=2.05
export IMPL_max_stage_delay_ns=0.50
export IMPL_cp_required_ns=1.60
export IMPL_antenna_found_initial=0
export IMPL_finalWorstSetupSlack_ns=0.464
export IMPL_path_cells="clkdlybuf4s50_1"
export IMPL_crit_reg2reg_capture="cnt_out[1]"
export IMPL_ys_chip_area_um2=256
export IMPL_core_area_mm2=0.00342
export IMPL_crit_cells=1
export IMPL_tightest_slew_ns=0.320
export IMPL_hold_class="flip-flop to flip-flop"
export IMPL_rr_startpoint="cnt_out[0]"
export IMPL_die_w_um=80
export IMPL_p_per_area_mw_per_mm2=624
export IMPL_rsz0062_at_grt="no"
export IMPL_clk_path_buf_depth=2
export IMPL_netlist_instances=28
export IMPL_endpoint="cnt_out[2]"
export IMPL_ys_seq_share_pct=39.0
export IMPL_finalMaxSlewViolations=0
export IMPL_cts_max_level=1
export IMPL_grt_busiest_layer="met2"
export IMPL_grt_pass1_vias=246
export IMPL_finalSetupViolCount=0
export IMPL_postCtsSetupBuffers=0
export IMPL_fin_cells=90
export IMPL_cts_made_buffers=3
export IMPL_relSlewSlack_pct=78.6
export IMPL_global_route_overflow_total=0
export IMPL_crit_type="flip-flop to output port"
export IMPL_syn_area_um2=256
export IMPL_cts_hold_buf=0
export IMPL_startpoint_type="flip-flop"
export IMPL_largest_reg_flops=5
export IMPL_cts_clk_slew_worst_paths_ns=0.04
export IMPL_cp_max_fo=4
export IMPL_yosysUniqueCellTypes=13
export IMPL_post_cts_resized=0
export IMPL_layout_drive_gt1_share_pct=6.82
export IMPL_die_area_mm2=0.00640
export IMPL_ant_nets=0
export IMPL_drc=0
export IMPL_grt_util_met1_pct=2.47
export IMPL_ff2ff_path_depth=4
export IMPL_status="finished, final reports clean"
==> where the power goes <==
part	leakage [nW]	total, mW	internal, mW	switching, mW
clock	0.0150	0.119	0.0755	0.0433
combinational	0.122	0.0557	0.0393	0.0164
sequential	0.0416	0.116	0.108	0.00782
==> per-stage QoR <==
step                hold WS (ns)  cell area, um^2
CTS                        0.591              465
floorplan                  0.472              256
global placement           0.571              439
detailed placement         0.581              439
finish                     0.581              465
global route               0.628              465
==> layout by cell type, fill, tap and decap left out <==
master,Yosys,routed
xor2_1,1,1
dfxtp_1,5,5
inv_1,3,3
nand4_1,2,2
o21a_1,3,3
clkbuf_1,0,1
nor2_1,2,2
mux2i_1,2,2
ha_1,1,1
clkdlybuf4s50_1,0,13
clkbuf_4,0,3
nand2_1,1,1
a21oi_1,3,3
mux2_1,1,1
xnor2_1,3,3
==> worst min path at each step <==
stage,slack (ns),start,end,cells past startpoint
4_1_cts,0.59,cnt_out[4],cnt_out[4],2
5_1_grt,0.63,cnt_out[4],cnt_out[4],2
6_report,0.58,cnt_out[4],cnt_out[4],2
==> cells by family after synthesis <==
kind of cell	Yosys count	synth area share [%]
buffers and inverters	4	6.34
AND/OR/NAND/NOR	5	9.27
XOR/XNOR	4	13.7
multiplexers	3	12.2
flip-flops	5	39.0
adder cells (fa/ha/maj)	1	4.88
AND-OR/OR-AND	6	14.6
==> cell type report <==
| type | instances | area, um^2 |
|---|---|---|
| fillers | 394 | 2950 |
| multi-input cells | 19 | 140 |
| repair buffers | 13 | 130 |
| flip-flops and latches | 5 | 100 |
| well taps | 46 | 57.6 |
| clock buffers | 4 | 26.3 |
| inverters | 3 | 11.3 |
==> synth_stat cells <==
library cell | count | area, um^2
dfxtp_1 | 5 | 100
a21oi_1 | 3 | 15.0
inv_1 | 3 | 11.3
o21a_1 | 3 | 22.5
xnor2_1 | 3 | 26.3
mux2i_1 | 2 | 20.0
nand4_1 | 2 | 12.5
nor2_1 | 2 | 7.51
buf_2 | 1 | 5.00
ha_1 | 1 | 12.5
mux2_1 | 1 | 11.3
nand2_1 | 1 | 3.75
xor2_1 | 1 | 8.76
==> routing by layer <==
metal	vias up	routed length, um	part of all wire, %
met5	-	0	0
met3	5	120	16
met2	13	275	37
met1	111	296	40
met4	0	52	7.0
li1	126	-	-
==> tightest hold or removal path: stages (launching register included) <==
cell and delay [ns]:
dfxtp_1 0.34, xnor2_1 0.12, o21a_1 0.10
No activity file was given, so power comes from the tool's default toggle rates.
